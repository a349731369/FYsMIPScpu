==> /design/flow/design.v <==
`timescale 1ns / 1ps
module RegisterFile(
        input CLK,                   
        input [4:0] ReadReg1,        
        input [4:0] ReadReg2,        
        input [4:0] rd,              
        input [31:0] WriteData,      
        input [1:0] RegDst,          
        input RegWre,                
        output reg[31:0] ReadData1,  
        output reg[31:0] ReadData2,  
        output reg[31:0] WriteReg    
    );
    initial begin
        ReadData1 <= 0;
        ReadData2 <= 0;
        WriteReg <= 0; 
    end
    reg [31:0] regFile[0:31];  
    integer i;
    initial begin
        for (i = 0; i < 32; i = i+ 1) regFile[i] <= 0;  
    end
    always@(ReadReg1 or ReadReg2) 
    begin
        ReadData1 = regFile[ReadReg1];
        ReadData2 = regFile[ReadReg2];
    end
    always@(negedge CLK)
    begin
        if(RegWre && WriteReg)
            begin
                regFile[WriteReg] <= WriteData;
            end
    end
    always@(*)
    begin
        case(RegDst)
            2'b00: WriteReg = 31; 
            2'b01: WriteReg = ReadReg2;
            2'b10: WriteReg = rd;
        endcase;
    end
endmodule
==> /design/flow/run.sh <==
#!/bin/bash
# OpenROAD 26Q1-2900-gdf79404cd8, Yosys 0.63+post, stock flow scripts
make -C /OpenROAD-flow-scripts/flow DESIGN_CONFIG=/design/flow/config.mk WORK_HOME=/design/flow/orfs finish
==> /design/flow/config.mk <==
export PLATFORM = sky130hd
export DESIGN_NAME = RegisterFile
export DESIGN_NICKNAME = RegisterFile
export VERILOG_FILES = /design/flow/design.v
export SDC_FILE = /design/flow/constraint.sdc
export NUM_CORES = 4
export LEC_CHECK = 1
export CORE_UTILIZATION = 40
==> /design/flow/constraint.sdc <==
current_design RegisterFile

set clk_period 8.3
set clk_io_pct 0.2

create_clock -name clk0 -period $clk_period [get_ports {CLK}]

set non_clock_inputs [all_inputs -no_clocks]
set_input_delay [expr $clk_period * $clk_io_pct] -clock clk0 $non_clock_inputs
set_output_delay [expr $clk_period * $clk_io_pct] -clock clk0 [all_outputs]
==> flow_summary.yaml <==
# generated from flow reports
timing:
  unclocked_pins: 5
  tightest_slew_ns: 0.8243
  fin_setup_tns_ns: 0
  max_slew_margin_pct: 44.91
  hold_ws_ns: 4.342
  final.setup.worst_slack_ns: 0.06197
  hold_viol_final: 0
  drv_slew: 0
  untimed_endpoints: 10
  setup_viol: 0
  rsz0062_at_grt: "true"
synth:
  syn_area_per_cell_um2: 14.32
  ys_async_sr_fraction_pct: 0
  yosys_cells: 3429
  netlist_top_cells_area: "edfxtp_1, mux2i_1, a22oi_1, a22o_1, nand3_1"
  synthTopCellsByCount: "edfxtp_1, mux2i_1, nand2_1, nand3_1"
  ys_ff: 1029
  netlist_area_um2: 49120
  synth_area_leader_cell: "edfxtp_1"
  synthFlopType: "edfxtp_1"
  ys_types: 29
  synth_cells: 3429
  edf_count: 1024
  ys_warn_count: 1
  top_cell_area_share_pct: 62.60
  ys_chip_area_um2: 49120
cts:
  cts_made_buffers: 109
  clockRootBuffer: "clkbuf_16"
  cts.htree.levels: 3
  cts_buffer_depth: 3
  cts.clk_slew.worst_paths_ns: 0.03
  cts_setup_buffers: 0
  cts_hold_buffers: 0
  cts_tree: "yes"
routing:
  routed_wl_mm: 148.3
  route.vias.total: 34300
  ant_nets: 0
  routed_via_density: 5.424
  drtIter0Drc: 1935
  drcViolationCount: 0
  routedWlPerCell_um: 23.45
  dr.pass1.iters: 5
final_layout:
  syn2layout_area_growth_pct: 23.05
  drive_gt1_share_pct: 8.837
die:
  chip_area_um2: 124200
  die_h_um: 352.4
  row_count: 128
  core_area_um2: 121700
  chipWidth_um: 352.4
  initial_core_util_pct: 40.35
  io_pins: 147
pwr:
  pwr_density_cell_nw_per_um2: 224.0
  ir_worst_vdd_mv: 0.1701
  p_leak_uw: 0.02638
  fin_total_pwr_uw: 13540
hold_path:
  hp-class: "in2out"
  min_to: "ReadData2[13]"
  worstHoldPathCells: 6
  worstHoldStart: "ReadReg2[1]"
run_status:
  status: "completed"
placement:
  portBuffers: 119
  gp_routability_congestion: 0.8670
  post-dp-hpwl_mm: 80.74
  dp_slack_ns: 0.3580
grt:
  antenna_found_initial: 5
  gr-usage-all-layers_pct: 25.39
  grt_pass1_vias: 36930
  grt_pass1_wl_mm: 216.0
  grt_max_degree: 90
  grt_overflow_total: 0
setup_path:
  crit_fanout: 2
  cp-start-kind: "flop"
  crit_type: "reg2out"
  cp.arrival_ns: 6.58
  end_kind: "primary output"
  crit_required_ns: 6.64
flow_run:
  cap_violations: 0
  warnings: 1031
[per-layer routing]
| metal | GRT usage, % | part of all wire [%] |
|---|---|---|
| met3 | 16.28 | 13 |
| met2 | 36.78 | 47 |
| met4 | 9.983 | 2.8 |
| met5 | 0.8077 | 0.095 |
| met1 | 31.06 | 37 |
[layout make-up]
cell class,instances,area [um2]
Sequential cell,1029,30820
Fill cell,10170,61280
Multi-Input combinational cell,2175,17290
Antenna cell,3,7.507
Clock buffer,111,2778
Timing Repair Buffer,265,2834
Inverter,2,7.507
Clock inverter,1114,4666
Tap cell,1625,2033
[state kept, by name (all words and copies together), names as in the netlist]
register	flops
WriteReg	5
regFile	1024
[worst max-delay path by stage]
stage / end / slack (ns) / start
finish: ReadData1[15] / 0.06 / regFile[2][15]$_DFFE_NP_
global route: ReadData1[11] / -0.05 / regFile[2][11]$_DFFE_NP_
CTS: ReadData1[10] / -0.03 / regFile[3][10]$_DFFE_NP_
[critical path, cell delays in order (launching register included)]
cell,delay [ns]
edfxtp_1,0.37
mux2i_1,0.16
a22o_1,0.16
nor3_1,0.06
a31oi_1,0.30
nand3_2,0.19
clkdlybuf4s50_1,0.51
[power breakdown]
group          total [uW]  leakage, uW  switching [uW]  internal [uW]
registers            5800      0.00929            16.9           5780
clock network        6710      0.00723            3220           3490
logic                1030      0.00986             634            400
[what timing repair did]
item                                    4_1_cts  5_1_grt
endpoints found under the setup margin       18       21
resized                                      21       27
pin swaps                                     3        5
[per-stage QoR]
step / utilization, % / area, um2 / cells
6_report: 49.65 / 60440 / 6324
3_5_place_dp: 43.35 / 52770 / 5097
2_1_floorplan: - / 49330 / 3487
5_1_grt: 49.65 / 60430 / 6322
3_3_place_gp: 43.35 / 52770 / 5097
4_1_cts: 49.54 / 60300 / 6321
[cell usage in the layout, fill, tap and decap left out, types with 3 or more instances in the layout]
cell type and instances:
inv_4 10, nand2b_2 4, inv_1 1048, dlygate4sd2_1 3, clkbuf_16 111, bufinv_16 13
nand3_2 16, a22oi_1 192, nand3b_1 5, edfxtp_1 1024, a22o_1 128, clkinvlp_2 34
nor3_2 11, nand3_1 177, or3b_2 3, nand2_1 193, conb_1 59, a21oi_1 192
buf_4 104, a31oi_1 54, nor2b_4 4, a31oi_2 10, clkdlybuf4s50_1 108, nor2_4 33
buf_12 42, mux2i_1 1024, nor3_1 53, ha_1 3, a221o_1 5, dlxtn_1 5
diode_2 3, clkinv_4 5, dlymetal6s2s_1 6
[cell families (layout without fill, tap and decap cells)]
| logic type | count (synthesis) | in the layout | share of synthesized area, % |
|---|---|---|---|
| buf+inv | 283 | 1492 | 3.521 |
| simple gates | 508 | 508 | 4.680 |
| latches | 5 | 5 | 0.1528 |
| compound gates | 581 | 581 | 8.090 |
| flops | 1024 | 1024 | 62.60 |
| fa+ha+maj | 3 | 3 | 0.07643 |
| other cells | 1 | 62 | 0.007635 |
| mux | 1024 | 1024 | 20.87 |
Power figures rest on the tool's default switching activity, not on a simulated workload.
