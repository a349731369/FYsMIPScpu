--- flow/design.v ---
`timescale 1ns / 1ps
module Datamem(
        input mRD, 
        input mWR, 
        input DBDataSrc, 
        input [31:0] DAddr, 
        input [31:0] DataIn, 
        output reg[31:0] DataOut, 
        output reg[31:0] DB
    );
    initial begin  
        DB <= 16'b0;
    end
    reg[7:0] ram [0:31];
    always@(mRD or DAddr or DBDataSrc) 
    begin
        DataOut[7:0] = mRD ? ram[DAddr + 3] : 8'bz;  
        DataOut[15:8] = mRD ? ram[DAddr + 2] : 8'bz;     
        DataOut[23:16] = mRD ? ram[DAddr + 1] : 8'bz;     
        DataOut[31:24] = mRD ? ram[DAddr] : 8'bz;
        DB = (DBDataSrc == 0) ? DAddr : DataOut;
    end
    always@(mWR or DAddr)
    begin   
        if(mWR)
            begin
                ram[DAddr] = DataIn[31:24];    
                ram[DAddr + 1] = DataIn[23:16];
                ram[DAddr + 2] = DataIn[15:8];     
                ram[DAddr + 3] = DataIn[7:0];    
            end
    end
endmodule
--- flow/config.mk ---
export PLATFORM = sky130hd
export DESIGN_NAME = Datamem
export DESIGN_NICKNAME = Datamem
export VERILOG_FILES = /design/flow/design.v
export SDC_FILE = /design/flow/constraint.sdc
export NUM_CORES = 4
export LEC_CHECK = 1
export CORE_UTILIZATION = 30
--- flow/constraint.sdc ---
current_design Datamem

set clk_period 14.1
set clk_io_pct 0.2

create_clock -name clk0 -period $clk_period

set non_clock_inputs [all_inputs -no_clocks]
set_input_delay [expr $clk_period * $clk_io_pct] -clock clk0 $non_clock_inputs
set_output_delay [expr $clk_period * $clk_io_pct] -clock clk0 [all_outputs]
--- flow/run.sh ---
#!/bin/bash
# OpenROAD 26Q1-2900-gdf79404cd8, Yosys 0.63+post, stock flow scripts
make -C /OpenROAD-flow-scripts/flow DESIGN_CONFIG=/design/flow/config.mk WORK_HOME=/design/flow/orfs finish
==> results.json <==
{
  "lay_top_cells": "452 x nand2_1, 365 x mux2i_1, 357 x o21ai_0",
  "critPathLaunchType": "input port",
  "cts_setup_buffers": 0,
  "vias_per_cell": 7.84,
  "ys.flops": 256,
  "synth-edff-count": 0,
  "initCoreUtil_pct": 30.5,
  "cp_slowest_cell": "nor3_1",
  "fmax_mhz": 84.0,
  "via_count": 38274,
  "fillers": 8878,
  "synthFlopType": "dlxtn_1",
  "chipWidth_um": 291,
  "overflow": 0,
  "grtUsageTotal_pct": 63.1,
  "routed_wl_um": 271000,
  "xor_share_pct": 0.638,
  "hold_class": "in -> out",
  "endpoint_kind": "primary output",
  "grt_pass1_vias": 32945,
  "switching_power_uw": 1420,
  "status": "finished, final reports clean",
  "untimed_endpoints": 256,
  "antenna_left": 0,
  "yosysUniqueCellTypes": 89,
  "hold_violations": 0,
  "openroad.warnings": 35,
  "drv_slew": 0,
  "async_reset_ff_share_pct": 0,
  "die_y_um": 291,
  "avgSynthCellArea_um2": 6.73,
  "place_area_mm2": 0.0283,
  "p_sw_share_pct": 69.8,
  "slowest_delay_ns": 0.95,
  "worst-path-max-fanout": 41,
  "tns_ns": 0,
  "hold_ws_ns": 6.56,
  "area_growth_pct": 13.4,
  "cp_cell_sequence": "buf_4 > buf_4 > nand4_1 > inv_1 > ha_1 > buf_4 > nand2b_1 > nor3_1 > buf_4 > a22oi_1 > nand3_1 > nor3_1 > a31oi_1 > mux2_2 > clkdlybuf4s50_1",
  "fin_area_mm2": 0.0285,
  "aoi_share_pct": 36.3,
  "synth_area_mm2": 0.0251,
  "largest_reg_flops": 256,
  "ys_sh_simple_pct": 23.2,
  "critPathRequiredTime_ns": 11.28,
  "die-area_mm2": 0.0848,
  "yosys_warnings": 262,
  "drt_pass1_iterations": 10,
  "maxCapViolCount": 0,
  "ys_cells": 3731,
  "grt_max_degree": 81,
  "crit_family": "simple AND/OR/NAND/NOR gates",
  "power.internal_uw": 615,
  "dp_hpwl_um": 200000,
  "power.density_mw_per_mm2": 71.5,
  "ir_worst_vdd_mv": 0.0597,
  "placeableCoreArea_mm2": 0.0824,
  "fin_crit_ns": 11.90,
  "drc_errors": 0,
  "finalSetupViolCount": 0,
  "synth_chip_area_mm2": 0.0251,
  "ys_sh_adder_pct": 0.199,
  "post-place-ws_ns": 2.84,
  "wl_per_cell_um": 55.5,
  "crit_arrival_ns": 9.08,
  "cts_resized": 0,
  "worst_slew_pin_slew_ns": 1.37,
  "unclocked_regs": 256,
  "slew-limit-headroom_pct": 7.53,
  "rsz0062_at_grt": "no",
  "path_class": "in -> out",
  "grt_pass1_wl_um": 344000,
  "fin_crit_sh_pct": 84.4,
  "placement.io_buffers": 130,
  "pin_count": 131,
  "ys_top_logic_family": "AND-OR/OR-AND gates",
  "antenna_found_initial": 55,
  "fp-row-count": 105,
  "drive_above_1_share_pct": 13.0,
  "drt_iter0_drc": 6575,
  "fin_util_pct": 34.6,
  "mux_area_share_pct": 16.7,
  "leakagePower_uw": 0.00985,
  "ctsHoldBuffers": 0,
  "crit_top_cell": "buf_4",
  "syn_inst": 3731,
  "layout_top_cell": "nand2_1",
  "gp_routability_congestion": 1.24,
  "critPathBufInv": 6,
  "setup_ws_ns": 2.20
}
## final cells by class
| type | instances | area, um2 | share of cell area [%] |
|---|---|---|---|
| Multi-Input combinational cell | 3040 | 19600 | 68.8 |
| Sequential cell | 256 | 3840 | 13.5 |
| Timing Repair Buffer | 440 | 3470 | 12.2 |
| Tap cell | 1070 | 1340 | 4.70 |
| Antenna cell | 56 | 140 | 0.492 |
| Inverter | 22 | 82.6 | 0.290 |
## synth_stat cells, types with 27 or more instances
cell / n / share of area (%)
a222oi_1: 30 / 1.2
mux2i_1: 365 / 15
nor2_1: 327 / 4.9
a21oi_1: 264 / 5.3
and3_1: 30 / 0.75
a211oi_1: 200 / 6.0
a221oi_1: 29 / 1.0
mux2_2: 44 / 2.0
o21ai_0: 357 / 7.1
dlxtn_1: 256 / 15
clkbuf_1: 259 / 3.9
nand2_1: 452 / 6.8
buf_2: 102 / 2.0
nand3_1: 104 / 2.1
a22oi_1: 209 / 6.3
a31oi_1: 27 / 0.67
a22o_1: 40 / 1.4
nor4_1: 29 / 0.72
nor3_1: 79 / 1.6
o41ai_1: 29 / 1.0
nand4_1: 76 / 1.9
## worst paths after layout
kind	cells past startpoint	startpoint	to	slack [ns]
max	15	DAddr[1]	DB[18]	2.20
min	3	DAddr[7]	DB[7]	6.56
## metal layers
metal / GRT usage (%) / routed length (um) / vias up
met3: 41.8 / 47200 / 1333
met2: 78.5 / 98600 / 4244
met4: 51.5 / 28900 / 45
li1: - / - / 14285
met1: 73.1 / 95200 / 18367
met5: 7.43 / 1110 / -
## logic make-up (layout without fill, tap and decap cells)
| group | after synthesis | count (layout) |
|---|---|---|
| xor+xnor | 14 | 14 |
| latches | 256 | 256 |
| other cells | 0 | 56 |
| fa+ha+maj | 4 | 4 |
| buf+inv | 435 | 462 |
| mux | 411 | 411 |
| simple gates | 1247 | 1247 |
| compound gates | 1364 | 1364 |
## metrics by stage
stage,total power (uW),std cells
after global placement,1840,4828
after floorplan,882,3731
after detailed placement,1840,4828
after global routing,1970,4842
after CTS,1840,4828
final,2040,4884
Power and IR drop assume default switching activity.
