==> flow/config.mk <==
export PLATFORM = sky130hd
export DESIGN_NAME = ALU
export DESIGN_NICKNAME = ALU
export VERILOG_FILES = /design/flow/design.v
export SDC_FILE = /design/flow/constraint.sdc
export NUM_CORES = 4
export LEC_CHECK = 1
export CORE_UTILIZATION = 30
==> flow/constraint.sdc <==
current_design ALU

set clk_period 252.5
set clk_io_pct 0.2

create_clock -name clk0 -period $clk_period

set non_clock_inputs [all_inputs -no_clocks]
set_input_delay [expr $clk_period * $clk_io_pct] -clock clk0 $non_clock_inputs
set_output_delay [expr $clk_period * $clk_io_pct] -clock clk0 [all_outputs]
==> flow/design.v <==
`timescale 1ns / 1ps
module ALU(
		input ALUSrcA,
        input ALUSrcB,
        input [31:0] ReadData1,
        input [31:0] ReadData2,
        input [4:0] sa,
        input [31:0] extend,
        input [3:0] ALUOp,
        output reg zero,
        output reg[31:0] result
    );
	 reg [31:0] A;
    reg [31:0] B;
	 initial begin
        result = 0;
        zero = 0;
    end
	 always@(ReadData1 or ReadData2 or ALUSrcA or ALUSrcB or ALUOp)
     begin
        A = (ALUSrcA ==0)? ReadData1 :sa;
        B = (ALUSrcB ==0)? ReadData2 :extend;
        case (ALUOp)
            4'b0000:result = A+B;
            4'b0001: result = A - B;
            4'b0010: result = (A < B) ? 1 : 0;
            4'b0011: result = (((ReadData1 < ReadData2) && (ReadData1[31] == ReadData2[31] )) ||( ( ReadData1[31] ==1 && ReadData2[31] == 0))) ? 1:0;
            4'b0100: result = B << A;
            4'b0101: result = A | B;
            4'b0110: result = A & B;
            4'b0111: result = A ^ B;
            4'b1000: result = A * B;
            4'b1001: result = A / B; 
        endcase
	    zero = (result == 0) ? 1 : 0;
	 end
endmodule
==> flow/run.sh <==
#!/bin/bash
# OpenROAD 26Q1-2900-gdf79404cd8, Yosys 0.63+post, stock flow scripts
make -C /OpenROAD-flow-scripts/flow DESIGN_CONFIG=/design/flow/config.mk WORK_HOME=/design/flow/orfs finish
==> impl_metrics.py <==
# Metrics from the implementation run
metrics = {
    "yosys": {
        "yosys_cells": 7484,
        "ys.flops": 32,
        "synthTopCellsByArea": "ha_1 (18%), fa_1 (15%), nand2_1 (6.7%)",
        "ys_area_sq_um": 53900,
        "synth_area_per_cell_sq_um": 7.21,
        "top_area_cell": "ha_1",
        "synthCells": 7484,
        "yosysUniqueCellTypes": 117,
        "synth_area_sq_um": 53900,
        "yosysTopAreaCellShare": 0.180,
        "ys_async_sr_fraction": 0,
        "flop_cell": "dlxtn_1",
        "edf_count": 0,
        "synth_warnings": 1,
    },
    "power": {
        "p_per_area_nw_per_um2": 9.71,
        "ir_drop_mv": 0.0294,
        "switchingPower_w": 0.000361,
        "intPower_w": 0.000214,
        "p_sw_frac": 0.628,
        "leakagePower_nw": 28.5,
    },
    "sta": {
        "period_used_share": 0.755,
        "unclocked_pins": 32,
        "relSlewSlack": 0.0883,
        "fmax_ghz": 0.00524,
        "worstMarginPinSlew_ns": 1.35,
        "finalHoldViolCount": 0,
        "slew_viol_final": 0,
        "rsz0062_at_grt": "no",
        "timing.final.ws_setup_ns": 61.78,
        "tns_ns": 0,
        "period_needed_ns": 190.72,
        "setup_violations": 0,
        "untimed_endpoints": 64,
    },
    "cts": {
        "post_cts_buffers": 0,
        "postCtsResizedCells": 0,
        "ctsHoldBuffers": 0,
    },
    "final_layout": {
        "nFillCells": 18825,
        "largest_register_ffs": 32,
        "final_layout_size_suffix_gt1_frac": 0.0652,
        "syn_to_final_growth_pct": 9.79,
    },
    "grt": {
        "use_met2": 0.479,
        "gr-total-overflow": 0,
        "track_usage": 0.326,
        "grt_pass1_vias": 56715,
        "antenna_found_initial": 17,
        "grt_max_degree": 37,
        "grt_use_met1": 0.418,
        "use_met3": 0.0845,
        "grt_pass1_wl_microns": 414000,
        "gr-max-usage-layer": "met2",
    },
    "run": {
        "cap_viol_max_count": 0,
        "tool_warnings": 95,
    },
    "worst_setup_path": {
        "worst_path_max_delay_cell": "a2111oi_0",
        "cp.arrival_ns": 140.22,
        "critPathCaptureType": "output port",
        "crit_path_start_kind": "input port",
        "cp_slowest_stage_delay_ns": 0.86,
        "cp.required_ns": 202.00,
        "cp_num_buf_inv": 21,
        "worst-path-max-fanout": 35,
        "crit_top_cell": "ha_1",
        "worstSetupPathType": "in -> out",
        "cp_top_family": "AND-OR/OR-AND gates",
    },
    "floorplanning": {
        "core_area_sq_um": 178000,
        "rows": 155,
        "die_h_microns": 426,
        "die_w_microns": 426,
        "fp_util": 0.302,
        "chipArea_sq_um": 181000,
        "io_pins": 140,
    },
    "worst_hold_path": {
        "hp-class": "in -> out",
    },
    "drt": {
        "num_vias": 58998,
        "avgViaCountPerCell": 5.93,
        "postRouteAntennaNets": 0,
        "drt_iter0_markers": 5686,
        "routedWlPerCell_microns": 29.5,
        "drc": 0,
        "drt-total-wl_microns": 294000,
        "dr.pass1.iters": 8,
    },
    "placed_design": {
        "pre_cts_ws_ns": 64.24,
        "gp_congestion": 1.09,
        "place_hpwl_microns": 238000,
        "portBuffers": 140,
    },
    "status": {
        "status": "complete, no violations",
    },
}
==> worst min-delay path: stages <==
cell	delay (ns)
buf_2	0.10
buf_4	0.23
o21ai_0	0.21
a22oi_1	0.06
o22ai_1	0.15
a31oi_1	0.06
nand3_1	0.06
a21oi_1	0.05
o221ai_1	0.21
nor3_1	0.07
and3b_1	0.18
clkdlybuf4s50_1	0.39
==> final timing paths <==
kind | to | start | slack (ns) | depth (start not counted)
hold / removal | zero | ALUOp[1] | 102.82 | 12
setup / recovery | zero | ReadData2[18] | 61.78 | 285
==> metal layers <==
metal / vias to the layer above / wire length, microns / share of wire
met4: 10 / 25800 / 0.088
met5: - / 56 / 0.00019
met2: 3112 / 124000 / 0.42
met1: 28356 / 116000 / 0.40
met3: 817 / 27700 / 0.095
li1: 26703 / - / -
==> through the flow <==
step                hold WS (ns)  instance area (sq um)   util  power, W  cells
floorplan                 101.58                  53900      -  0.000376   7484
global placement          102.83                  59200  0.332  0.000557   9937
detailed placement        102.83                  59200  0.332  0.000556   9937
CTS                       102.83                  59200  0.332  0.000561   9937
global route              102.95                  59200  0.332  0.000628   9937
finish                    102.82                  59200  0.332  0.000575   9946
==> power by group through the flow <==
stage | sequential, W | clock (W) | combinational [W]
after CTS | 0.00000254 | 0 | 0.000558
after global routing | 0.00000266 | 0 | 0.000626
==> layout by cell type, fill, tap and decap left out, types with 26 or more instances in the layout <==
| cell type | n |
|---|---|
| mux2_2 | 60 |
| o21ai_0 | 342 |
| o22ai_1 | 41 |
| and2_1 | 44 |
| nor3_1 | 178 |
| buf_4 | 241 |
| and3_1 | 40 |
| o21bai_1 | 52 |
| o2111ai_1 | 26 |
| a21o_1 | 209 |
| mux2i_1 | 125 |
| ha_1 | 776 |
| nand3_1 | 125 |
| o211ai_1 | 79 |
| nor4_1 | 43 |
| xor2_1 | 141 |
| or2_2 | 44 |
| nand2b_1 | 65 |
| nor2_1 | 680 |
| inv_1 | 729 |
| a211o_1 | 27 |
| nand4_1 | 56 |
| o31ai_1 | 54 |
| xnor2_1 | 280 |
| or3_1 | 64 |
| a31oi_1 | 87 |
| nand2_1 | 961 |
| a21oi_1 | 513 |
| a22oi_1 | 37 |
| a221oi_1 | 30 |
| nor2b_1 | 86 |
| dlxtn_1 | 32 |
| or4_1 | 28 |
| fa_1 | 410 |
| clkdlybuf4s50_1 | 137 |
| o21a_1 | 160 |
| a211oi_1 | 59 |
==> synth_stat cells (43+ instances only) <==
cell type  count
xnor2_1      280
mux2i_1      137
xor2_1       141
nor2_1       686
o21bai_1      52
o211ai_1      79
o21a_1       160
o21ai_0      342
a21oi_1      516
ha_1         776
nand3_1      125
nor3_1       179
fa_1         410
and2_1        44
a31oi_1       88
or3_1         64
nor2b_1       91
nor4_1        43
or2_2         44
nand2_1      961
a21o_1       209
nand4_1       56
a211oi_1      60
nand2b_1      65
clkbuf_1     211
buf_1         43
o31ai_1       55
inv_1        729
mux2_2        60
==> area by class of cell <==
| cell class | instances | area [sq um] | area share |
|---|---|---|---|
| Sequential cell | 32 | 480 | 0.00812 |
| Timing Repair Buffer | 380 | 3190 | 0.0539 |
| Inverter | 757 | 2850 | 0.0481 |
| Antenna cell | 9 | 22.5 | 0.000380 |
| Multi-Input combinational cell | 6413 | 49700 | 0.840 |
| Tap cell | 2355 | 2950 | 0.0498 |
==> cells by family after synthesis <==
kind of cell / Yosys count / synth area share
latches: 32 / 0.00891
xor+xnor: 421 / 0.0684
compound gates: 2071 / 0.258
mux: 219 / 0.0455
buf+inv: 1039 / 0.0740
fa+ha+maj: 1186 / 0.332
simple gates: 2516 / 0.213
Power figures rest on the tool's default switching activity, not on a simulated workload.
